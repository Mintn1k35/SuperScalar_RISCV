File: /design/flow/design.v
module PC_Control(
	input wire 			clk,
	input wire 			rst_n,
	input wire			stall,
	input wire			jump,
	input wire			jump_accept,
	input wire [31:0]	jump_addr,
	output reg	[31:0]	pc_addr
);
	wire [31:0] next_pc = jump ? jump_addr : pc_addr + 32'd8;
	always @(posedge clk or negedge rst_n) begin
		if(!rst_n) begin
			pc_addr <= 32'd0;
		end
		else if(stall) begin
			pc_addr <= pc_addr;
		end
		else pc_addr <= next_pc;
	end
endmodule: PC_Control
File: /design/flow/run.sh
#!/bin/bash
# OpenROAD 26Q1-2900-gdf79404cd8, Yosys 0.63+post, stock flow scripts
make -C /OpenROAD-flow-scripts/flow DESIGN_CONFIG=/design/flow/config.mk WORK_HOME=/design/flow/orfs finish
File: /design/flow/config.mk
export PLATFORM = sky130hd
export DESIGN_NAME = PC_Control
export DESIGN_NICKNAME = PC_Control
export VERILOG_FILES = /design/flow/design.v
export SDC_FILE = /design/flow/constraint.sdc
export NUM_CORES = 4
export LEC_CHECK = 1
export CORE_UTILIZATION = 40
File: /design/flow/constraint.sdc
current_design PC_Control

set clk_period 6.3
set clk_io_pct 0.2

create_clock -name clk0 -period $clk_period [get_ports {clk}]

set non_clock_inputs [all_inputs -no_clocks]
set_input_delay [expr $clk_period * $clk_io_pct] -clock clk0 $non_clock_inputs
set_output_delay [expr $clk_period * $clk_io_pct] -clock clk0 [all_outputs]
==> flow_summary.yaml <==
# yosys + openroad results
detailed_routing:
  drt_iter0_drc: 120
  vias: 2010
  antenna_cells: 0
  vias_per_cell: 5.49
  first_pass_iters: 4
  wl_mm: 5.33
  wl_per_cell_um: 14.6
  ant_nets: 0
  drc_errors: 0
floorplan:
  rows: 25
  die_area_um2: 5410
  coreArea_um2: 4820
  fp.dieH_um: 73.6
  io_pins: 69
  die_w_um: 73.6
  fp_util_pct: 42.5
final_timing:
  setup_ws_ns: 3.36
  fmax_ghz: 0.340
  rsz0062_at_grt: "no"
  tightest_slew_ns: 0.598
  layout_min_cycle_time_ns: 2.94
  tns_ns: 0
  hold_viol_final: 0
  slew_viol_final: 0
  finalCritPeriodShare_pct: 46.7
  max-slew-margin-rel_pct: 60.1
  clock_skew_ns: 0.00998
  setup_violations: 0
clock_tree:
  cts_tree: "built"
  clock-root-buffer: "clkbuf_8"
  htree_levels: 2
  path_clk_slew_ns: 0.06
  cts.sinks: 32
  cts_hold_buf: 0
  clk-insertion-delay-late_ns: 0.28
  clk_path_buf_depth: 2
  cts-resized-gates: 0
  post_cts_buffers: 0
  cts_buffers: 5
final_layout:
  fillCellCount: 465
  final_cell_mix: "clkdlybuf4s50_1, dfrtp_1, nor2_1"
  final_cells: 366
  largest-register: "pc_addr"
  design_area_um2: 2860
  top_regs: "pc_addr x32"
  area_delta_synth_final_pct: 39.3
  final_layout_size_suffix_gt1_share_pct: 9.36
  mostFrequentLayoutCell: "clkdlybuf4s50_1"
  largest_reg_flops: 32
critical_path:
  cp-end-kind: "register"
  crit_start: "jump"
  crit_type: "in -> reg"
  cp.arrival_ns: 3.10
  critPathLaunchType: "primary input"
  path_max_fanout: 35
  critPathRequiredTime_ns: 6.46
  timing.rr.start: "pc_addr[3]"
logic_synthesis:
  synth-area-yosys_um2: 2050
  async_reset_ff_share_pct: 100
  ys_warn_count: 1
  synth_area_per_cell_um2: 8.72
  topCellsByArea: "dfrtp_1, o22a_1, nand3_1, nor2_1, nand2_1"
  edf_count: 0
  netlist.top_cell.by_area: "dfrtp_1"
  yosys_most_used_dff: "dfrtp_1"
  syn_inst: 235
  ys_seq_elements: 32
  top_area_share_pct: 39.1
  synth_cell_types: 48
  postSynthSeqShare_pct: 39.1
  syn-cell-area_um2: 2050
  yosys_cells: 235
global_route:
  grt_max_degree: 58
  grt_pass1_wl_mm: 8.78
  grt_usage_pct: 21.4
  antenna_found_initial: 0
  grt_pass1_vias: 1786
  overflow: 0
placement:
  gp_congestion: 0.887
  hpwl_mm: 3.53
  place_inst: 358
  placed_cell_area_um2: 2770
  port_buffers: 67
  dpl_worst_slack_ns: 3.07
power_and_ir_drop:
  clkPwrFrac_pct: 27.0
  leakagePower_nw: 1.12
  p_per_area_nw_per_um2: 212
  sequentialPowerShare_pct: 46.1
  ir_drop_v: 0.000109
  power_switching_uw: 179
  p_sw_share_pct: 29.5
  comb_power_share_pct: 26.9
  internal-power_uw: 427
flow_run:
  tool_warnings: 27
  maxCapViolCount: 0
worst_hold_path:
  min_path_type: "reg -> reg"
  worstHoldStart: "pc_addr[2]"
status:
  status: "finished, final reports clean"
==> layer usage <==
layer  global-route usage [%]  up-vias  share of wire (%)
met5                        0        -                  0
met4                     2.56        0               0.60
met3                     3.61        2                6.2
met2                     31.4       58                 45
met1                     35.2      945                 48
li1                         -     1005                  -
==> logic make-up after synthesis <==
family / share of synthesized area (%)
fa+ha+maj: 0.610
simple gates: 31.2
buf+inv: 4.40
flops: 39.1
compound gates: 23.2
mux: 1.53
==> power groups by stage <==
stage / logic, mW / registers [mW] / clock network, mW
after global routing: 0.184 / 0.285 / 0.176
after CTS: 0.166 / 0.280 / 0.170
final: 0.163 / 0.280 / 0.164
==> per-stage QoR <==
| step | util [%] | hold slack [ns] | power (mW) |
|---|---|---|---|
| floorplan | - | 0.421 | 0.345 |
| global placement | 57.4 | 0.470 | 0.448 |
| detailed placement | 57.4 | 0.468 | 0.448 |
| CTS | 59.3 | 0.492 | 0.615 |
| global route | 59.3 | 0.506 | 0.645 |
| finish | 59.3 | 0.484 | 0.607 |
==> critical path, stage by stage <==
cell and delay, ns:
clkdlybuf4s50_1 0.39, buf_4 0.23, inv_2 0.48, nand3_2 0.19
o32a_1 0.37, o32a_1 0.17
==> final cells by class <==
type	count	area [um^2]	share of cell area, %
Tap cell	67	83.8	2.94
Clock buffer	8	90.1	3.16
Multi-Input combinational cell	181	1160	40.6
Inverter	7	26.3	0.920
Timing Repair Buffer	71	696	24.4
Sequential cell	32	801	28.0
==> cell usage after synthesis (2+ instances only) <==
cell,number
o21ai_0,12
a31oi_1,2
nand4_1,2
buf_1,2
nor4_1,4
o211ai_1,2
mux2i_1,2
nor3_4,3
dfrtp_1,32
or2_2,2
nand3_1,19
and3_1,3
o32a_1,3
nand2_1,23
o22a_1,11
inv_1,6
nand2b_1,2
a311oi_1,3
nand4_4,2
nor2_1,24
clkbuf_1,12
a22oi_1,8
a21oi_1,17
or4_1,2
a32oi_1,2
o22ai_1,2
nor3_1,9
nand3_2,3
and4_1,2
==> worst paths after layout <==
kind	to	slack, ns	cells past startpoint
min in group asynchronous	pc_addr[28]	1.39	2
worst max register to register	pc_addr[23]	4.24	6
worst min register to register	pc_addr[2]	0.48	2
worst min-delay path	pc_addr[2]	0.48	2
worst max-delay path	pc_addr[30]	3.36	6
max in group asynchronous	pc_addr[23]	4.60	2
No activity file was given, so power comes from the tool's default toggle rates.
